==> flow/design.v <==
module AXI4_Lite_master(
 input clk, 
 input reset,
 output  reg   [31:0] awaddr_master_output,
 output  reg   awvalid_master_output,
 input   wire  awready_master_input,
 input  wire   [31:0] awaddr_master_input,
 output  reg   [2:0] awprot_master_output,
 input  wire   [2:0] awprot_master_input,
 output  reg   [31:0] wdata_master_output,
 output  reg   wvalid_master_output,
 input   wire  wready_master_input,
 input  wire   [31:0] wdata_master_input,
 output  reg   [3:0] wstrb_master_output,
 input  wire   [3:0] wstrb_master_input,
 input   wire   bvalid_master_input,
 output  reg    bready_master_output,
 input   wire   [1:0] bresp_master_input,
 output  reg   [31:0] araddr_master_output,
 output  reg   arvalid_master_output,
 input   wire  arready_master_input,
 input  wire   [31:0] araddr_master_input,
 output  reg   [2:0] arprot_master_output,
 input  wire   [2:0] arprot_master_input,
 input   wire   rvalid_master_input,
 output  reg    rready_master_output,
 input   wire   [1:0] rresp_master_input,
input  wire   [31:0] rdata_master_input,
input wire rready_master_input
);
 reg rst = 0;
 reg addressChanged = 0;
 always @(posedge clk) begin
     if (reset == 0)begin
        awaddr_master_output <= 32'h00000000;
        awprot_master_output <= 0;
        rst <= 1;
     end
     else
     begin
       rst = 0;
       awaddr_master_output <= awaddr_master_input;
       awprot_master_output <= awprot_master_input;
     end
       if (awaddr_master_output != awaddr_master_input)begin
           addressChanged <= 1'b1;
      end else begin
            addressChanged <= 1'b0;
      end
 end
 always @(*)begin
    if (rst)
        awvalid_master_output  = 0;
    if (addressChanged)begin
        awvalid_master_output  = 1;
    end
    else
    if (awready_master_input == 1 && addressChanged == 0)
        awvalid_master_output = 0;
    else
        awvalid_master_output = awvalid_master_output; 
 end
reg dataChanged = 0;
reg [1:0]  bresp_master_save_register = 0;
always @(posedge clk) begin
     if (reset == 0)begin
        wdata_master_output <= 32'h00000000;
        wstrb_master_output <= 0;
     end
     else
     begin
       wdata_master_output <= wdata_master_input;
       wstrb_master_output <= wstrb_master_input;
     end
       if (wdata_master_output != wdata_master_input)begin
           dataChanged <= 1'b1;
      end else begin
            dataChanged <= 1'b0;
      end
 end
 always @(*)begin
    bready_master_output = 1;
    if (rst)
        wvalid_master_output  = 0;
    if (dataChanged)begin
        wvalid_master_output  = 1;
    end
    else
    if (wready_master_input == 1 && dataChanged == 0)begin
        wvalid_master_output = 0;
    end
    else
        wvalid_master_output = wvalid_master_output; 
    if (bvalid_master_input && bready_master_output)begin
       bresp_master_save_register = bresp_master_input;
    end
    else begin
       bresp_master_save_register = bresp_master_save_register;
       bready_master_output = bready_master_output;  
    end
end
 reg [31:0] rdata_master_save_register ;
 reg  [1:0] rresp_master_save_register ;
 reg read_addressChanged = 0;
 always @(posedge clk) begin
     if (reset == 0)begin
        araddr_master_output <= 32'h00000000;
        arprot_master_output <= 0;
        rready_master_output <=0;
     end
     else
     begin
        rready_master_output <= rready_master_input;
       araddr_master_output <= araddr_master_input;
       arprot_master_output <= arprot_master_input;
     end
       if (araddr_master_output != araddr_master_input)begin
           read_addressChanged <= 1'b1;
      end else begin
            read_addressChanged <= 1'b0;
      end
 end
 always @(*)begin
    if (rst)begin
        arvalid_master_output  = 0;
        rdata_master_save_register = 0;
        rresp_master_save_register = 0;
    end
    if (read_addressChanged)begin
        arvalid_master_output  = 1;
    end
    else
    if (arready_master_input == 1 && read_addressChanged == 0)
        arvalid_master_output = 0;
    else
        arvalid_master_output = arvalid_master_output; 
    if (rvalid_master_input == 1 && rready_master_output == 1) begin
        rdata_master_save_register = rdata_master_input;
        rresp_master_save_register = rresp_master_input;
    end
    else begin
       rdata_master_save_register = rdata_master_save_register; 
       rresp_master_save_register = rresp_master_save_register;
    end
 end
endmodule
==> flow/run.sh <==
#!/bin/bash
# OpenROAD 26Q1-2900-gdf79404cd8, Yosys 0.63+post, stock flow scripts
make -C /OpenROAD-flow-scripts/flow DESIGN_CONFIG=/design/flow/config.mk WORK_HOME=/design/flow/orfs finish
==> flow/config.mk <==
export PLATFORM = sky130hd
export DESIGN_NAME = AXI4_Lite_master
export DESIGN_NICKNAME = AXI4_Lite_master
export VERILOG_FILES = /design/flow/design.v
export SDC_FILE = /design/flow/constraint.sdc
export NUM_CORES = 4
export LEC_CHECK = 1
export CORE_UTILIZATION = 40
==> flow/constraint.sdc <==
current_design AXI4_Lite_master

set clk_period 1.9
set clk_io_pct 0.2

create_clock -name clk0 -period $clk_period [get_ports {clk}]

set non_clock_inputs [all_inputs -no_clocks]
set_input_delay [expr $clk_period * $clk_io_pct] -clock clk0 $non_clock_inputs
set_output_delay [expr $clk_period * $clk_io_pct] -clock clk0 [all_outputs]
==> impl_metrics.json <==
{
  "hold-worst-slack_ns": 0.430,
  "grt_usage_pct": 19.0,
  "synth_cells": 368,
  "fin_tns_setup_ns": 0,
  "clkTransAtPathRegs_ns": 0.10,
  "ys.flops": 114,
  "drc": 0,
  "maxCapViolations": 0,
  "r2r-start": "awaddr_master_output[16]$_SDFF_PN0_",
  "critPathTopFamily": "buffers and inverters",
  "ctsHoldBuffers": 0,
  "worstSetupEndpointType": "primary output",
  "fp.coreArea_mm2": 0.00982,
  "vias": 3184,
  "synth_cell_type_count": 15,
  "avgViaCountPerCell": 4.38,
  "root_buffer": "clkbuf_8",
  "overflow": 0,
  "slowest_stage": "clkdlybuf4s50_1",
  "synthToLayoutAreaGrowth_pct": 63.8,
  "status": "finished, final reports clean",
  "worstHoldPathType": "input port to flip-flop",
  "io_pins": 261,
  "wire_per_inst_um": 13.8,
  "warning_count": 64,
  "die_w_um": 103,
  "fp_util_pct": 41.4,
  "worstPathArrival_ns": 1.22,
  "yosys_area_mm2": 0.00406,
  "untimed_endpoints": 6,
  "dr.pass1.iters": 3,
  "layout_worst_path_cycle_share_pct": 84.4,
  "antenna_found_initial": 0,
  "num_antenna_cells": 0,
  "grt_pass1_vias": 3045,
  "cp_cell_sequence": "clkdlybuf4s50_1",
  "antenna_left": 0,
  "min_from": "reset",
  "drtIter0Drc": 36,
  "drive_above_1_share_pct": 3.70,
  "placementRows": 36,
  "crit_start": "awaddr_master_output[21]$_SDFF_PN0_",
  "placed_cells": 711,
  "postCtsSetupBuffers": 0,
  "top_area_share_pct": 54.7,
  "critPathMaxFanout": 2,
  "die_h_um": 103,
  "synth_stat.cells": 368,
  "unclocked_pins": 3,
  "hpwl_mm": 7.77,
  "port-buffer-count": 221,
  "p_leak_nw": 2.40,
  "worstPathRequired_ns": 1.52,
  "crit_buf_inv": 1,
  "cpPeakStageDelay_ns": 0.51,
  "min_period_ns": 1.60,
  "insertion_delay_ns": 0.36,
  "clock_path_buffers": 2,
  "yosys_warnings": 1,
  "crit_path_start_kind": "flip-flop",
  "ir_worst_vdd_mv": 0.499,
  "setup_viol": 0,
  "grt_pass1_wl_mm": 14.8,
  "layout.cells.non_filler": 727,
  "finalClockSkew_ns": 0.0103,
  "met3_wirelength_mm": 1.14,
  "met1Wirelength_mm": 4.06,
  "max_freq_ghz": 0.624,
  "numCtsBuffers": 9,
  "gp_congestion": 0.760,
  "top_layer": "met4",
  "cts_tree": "done",
  "netlist_top_cells_area": "dfxtp_1, xnor2_1, and2_1",
  "hold_viol_final": 0,
  "slew_viol_final": 0,
  "setup.worst_path.class": "flip-flop to primary output",
  "cts.repair.resized": 0,
  "dr_wl_met2_mm": 4.63,
  "grt_start_max_net_pins": 77,
  "syn_area_mm2": 0.00406,
  "syn_area_per_cell_um2": 11.0,
  "yosysTopAreaCell": "dfxtp_1",
  "cts_max_level": 3,
  "pwr_density_cell_mw_per_mm2": 754,
  "rsz0062_at_grt": "false",
  "die_area_mm2": 0.0106,
  "wirelength_mm": 10.0
}
through the flow:
| step | setup WS, ns | instance area (um2) | power [mW] | util, % |
|---|---|---|---|---|
| floorplan | 0.842 | 4060 | 2.83 | - |
| global placement | 0.198 | 6400 | 3.37 | 65.2 |
| detailed placement | 0.185 | 6400 | 3.38 | 65.2 |
| CTS | 0.263 | 6660 | 5.10 | 67.8 |
| global route | 0.212 | 6660 | 5.27 | 67.8 |
| finish | 0.296 | 6660 | 5.02 | 67.8 |
layout by cell type, fill, tap and decap left out:
cell type / n
inv_6: 1
clkinv_4: 1
buf_12: 1
bufinv_16: 3
and2_1: 104
nand4_1: 24
clkdlybuf4s50_1: 220
buf_2: 1
dfxtp_1: 111
xnor2_1: 96
inv_1: 1
and2_2: 3
nor4_1: 6
nor3_1: 3
dlxtn_1: 3
nand2_1: 3
clkbuf_8: 10
buf_4: 1
clkinvlp_4: 1
conb_1: 1
power by group:
group	switching (mW)	internal, mW	leakage, nW
registers	0.0747	2.45	0.950
logic	0.209	0.585	1.33
clock network	0.779	0.919	0.123
registers in the layout (all words and copies together) (netlist names):
signal and count:
araddr_master_output 32, awaddr_master_output 32, wdata_master_output 32, wstrb_master_output 4, arprot_master_output 3, awprot_master_output 3, addressChanged 1, arvalid_master_output 1
awvalid_master_output 1, dataChanged 1, read_addressChanged 1, rready_master_output 1, rst 1, wvalid_master_output 1
cell usage after synthesis, drive strengths merged:
cell type and number:
nor3 3, clkbuf 9, dfxtp 111, inv 1
nor4 6, conb 1, nand2 3, buf 4
nand4 24, and2 107, dlxtn 3, xnor2 96
worst register-to-register path, stage by stage, from the launching register on:
cell and delay, ns:
dfxtp_1 0.37, xnor2_1 0.13, nand4_1 0.12, nor4_1 0.34, nand2_1 0.09
layout make-up:
class / count / area [um2]
clock buffer: 10 / 138
sequential: 114 / 2270
timing repair buffer: 223 / 2230
fill: 782 / 3160
multi-input combinational: 240 / 1730
inverter: 1 / 3.75
tap: 133 / 166
clock inverter: 6 / 115
final timing paths:
| path | end | slack, ns | cells after the start |
|---|---|---|---|
| hold reg to reg | read_addressChanged$_DFF_P_ | 0.60 | 4 |
| setup / recovery | awaddr_master_output[21] | 0.30 | 1 |
| setup reg to reg | addressChanged$_DFF_P_ | 0.73 | 4 |
| hold / removal | rst$_DFF_P_ | 0.43 | 3 |
cells by family (layout without fill, tap and decap cells):
| group | count (synthesis) | after routing | synth area share (%) |
|---|---|---|---|
| latches | 3 | 3 | 1.11 |
| xor gates and xnor gates | 96 | 96 | 20.7 |
| other | 1 | 1 | 0.0923 |
| and+or+nand+nor | 143 | 143 | 21.8 |
| DFF | 111 | 111 | 54.7 |
| buffers and inverters | 14 | 240 | 1.57 |
metal layers:
metal  vias to the layer above  GRT usage (%)
li1                       1609              -
met5                         -              0
met2                       130           29.5
met4                         0           2.82
met1                      1434           26.2
met3                        11           7.79
No activity file was given, so power comes from the tool's default toggle rates.
