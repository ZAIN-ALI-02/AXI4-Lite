$ cat /design/flow/run.sh
#!/bin/bash
# OpenROAD 26Q1-2900-gdf79404cd8, Yosys 0.63+post, stock flow scripts
make -C /OpenROAD-flow-scripts/flow DESIGN_CONFIG=/design/flow/config.mk WORK_HOME=/design/flow/orfs finish
$ cat /design/flow/config.mk
export PLATFORM = sky130hd
export DESIGN_NAME = AXI4_Lite_slave
export DESIGN_NICKNAME = AXI4_Lite_slave
export VERILOG_FILES = /design/flow/design.v
export SDC_FILE = /design/flow/constraint.sdc
export NUM_CORES = 4
export LEC_CHECK = 1
export CORE_AREA = 10 10 95 95
export DIE_AREA = 0 0 105 105
$ cat /design/flow/constraint.sdc
current_design AXI4_Lite_slave

set clk_period 1.0
set clk_io_pct 0.2

create_clock -name clk0 -period $clk_period [get_ports {clk}]

set non_clock_inputs [all_inputs -no_clocks]
set_input_delay [expr $clk_period * $clk_io_pct] -clock clk0 $non_clock_inputs
set_output_delay [expr $clk_period * $clk_io_pct] -clock clk0 [all_outputs]
$ cat /design/flow/design.v
module AXI4_Lite_slave(
 input clk , 
 input reset ,
 input  wire [31:0] awaddr_slave_input,
 input  wire awvalid_slave_input,
 output reg awready_slave_output,
 input  wire [2:0] awprot_slave_input,
 input  wire awready_slave_input,
 input  wire [31:0] wdata_slave_input,
 input  wire wvalid_slave_input,
 output reg wready_slave_output,
 input  wire [3:0] wstrb_slave_input,
 input  wire wready_slave_input,
 output   reg     bvalid_slave_output,
 input    wire    bready_slave_input,
 input    wire    [1:0] bresp_slave_input,
output    reg     [1:0] bresp_slave_output,
 input  wire [31:0] araddr_slave_input,
 input  wire arvalid_slave_input,
 output reg arready_slave_output,
 input  wire [2:0] arprot_slave_input,
 input  wire arready_slave_input,
 output   reg     rvalid_slave_output,
 input    wire    rready_slave_input,
 input    wire    [1:0] rresp_slave_input,
output    reg     [1:0] rresp_slave_output,
 output  reg   [31:0] rdata_slave_output,
 input  wire   [31:0] rdata_slave_input
);
 reg rst = 0;
 reg [31:0] awaddr_save_reg = 0;
 reg [2:0]  awprot_save_reg = 3'bxxx;
 always @(posedge clk) begin
     if (reset == 0) begin
        rst <= 1;
        awready_slave_output = 0;
     end
     else
     begin
       rst <= 0;
        awready_slave_output <= awready_slave_input;
     end
    end
 always @(*)begin
    if (rst)begin
         awaddr_save_reg = 0;
         awprot_save_reg = 0;
        end
    if (awready_slave_output && awvalid_slave_input)begin
        awprot_save_reg = awprot_slave_input;
        awaddr_save_reg = awaddr_slave_input;  
    end
    else begin
        awaddr_save_reg = awaddr_save_reg;
        awprot_save_reg = awprot_save_reg;
    end
 end
 reg [31:0] wdata_save_reg = 0;
 reg [3:0]  wstrb_save_reg = 0;
reg  delay = 0 , delay1 = 0 , delay2 = 0;
  always @(posedge clk) begin
     if (reset == 0) begin
        wready_slave_output = 0;
        bresp_slave_output = 0;
     end
     else
     begin
        wready_slave_output <= wready_slave_input;
        bresp_slave_output <= bresp_slave_input;
     end
     if (bvalid_slave_output == 1)
      delay = 1; 
      else
      delay = 0;
      if (delay1 == 1)
      delay2 = 1; 
      else
      delay2 = 0;
end
 always @(*)begin
    if (rst)begin
         wdata_save_reg = 0;
         wstrb_save_reg = 0;
         bvalid_slave_output = 0; 
        end
    if (wready_slave_output && wvalid_slave_input)begin
         wstrb_save_reg = wstrb_slave_input;
         wdata_save_reg = wdata_slave_input;
         bvalid_slave_output = 1; 
    end
    else begin
        wdata_save_reg = wdata_save_reg;
        wstrb_save_reg = wstrb_save_reg;
    end
     if (delay == 1)
        delay1 = 1;
        else
        delay1 = 0; 
     if (delay2 == 1)
      bvalid_slave_output  = 0; 
      else
      bvalid_slave_output = bvalid_slave_output ; 
 end
 reg [2:0]  arprot_save_reg = 3'bxxx;
reg  rdelay = 0 , rdelay1 = 0 , rdelay2 = 0;
reg [31:0] araddr_save_reg = 0 ;
 always @(posedge clk) begin
     if (reset == 0) begin
        arready_slave_output = 0;
        rresp_slave_output = 0;
        rdata_slave_output = 0;
     end
     else
     begin
        arready_slave_output <= arready_slave_input;
        rdata_slave_output <= rdata_slave_input;
        rresp_slave_output <= rresp_slave_input;
     end
     if (rvalid_slave_output == 1)
      rdelay = 1; 
      else
      rdelay = 0;
      if (rdelay1 == 1)
      rdelay2 = 1; 
      else
      rdelay2 = 0;
    end
 always @(*)begin
    if (rst)begin
         araddr_save_reg = 0;
         arprot_save_reg = 0;
         rvalid_slave_output = 0;
        end
    if (arready_slave_output && arvalid_slave_input)begin
        arprot_save_reg = arprot_slave_input;
        araddr_save_reg = araddr_slave_input;  
        rvalid_slave_output = 1;
    end
    else begin
        araddr_save_reg = araddr_save_reg;
        arprot_save_reg = arprot_save_reg;
    end
     if (rdelay == 1)
        rdelay1 = 1;
        else
        rdelay1 = 0; 
     if (rdelay2 == 1)
      rvalid_slave_output  = 0; 
      else
      rvalid_slave_output = rvalid_slave_output ; 
 end
endmodule
==> flow_summary.toml <==
# generated from flow reports
[synth]
yosysWarnings = 1
simple_gate_share_pct = 21.6
ys_ff = 46
netlist_instances = 94
xor_share_pct = 0
top_area_share_pct = 72.7
yosysUniqueCellTypes = 8
topCellsByArea = "dfxtp_1, and2_1, dlxtn_1, and3b_1, clkbuf_2"
adder_share_pct = 0
ys_sh_aoi_pct = 1.24
synth_area_um2 = 1210
syn_area_per_cell_um2 = 12.9
yosys.area.top_type = "dfxtp_1"
mux_area_share_pct = 0
yosys-stat-area_um2 = 1210
ys_cells = 94
ys_top_logic_family = "simple AND/OR/NAND/NOR gates"

[floorplanning]
coreArea_um2 = 6910
ios = 193
die_h_um = 105
row_count = 30
fp_util_pct = 17.5
fp.dieW_um = 105
die_area_um2 = 11000

[worst_setup_path]
cp-start-kind = "flop"
cp_top_family = "flip-flops"
crit_required_ns = 0.80
worstSetupPathType = "flop to output port"
cp_max_fo = 1
cp_num_buf_inv = 1
r2r-start = "delay"
cp-end-kind = "output port"
r2r_cells = 0
r2r_slack_ns = 0.60
reg2reg_to = "delay2"
cp_cell_sequence = "clkdlybuf4s15_1"
critPathArrivalTime_ns = 0.76
critPathSlowestCell = "dfxtp_1"
crit_path_max_incr_delay_ns = 0.31

[routing]
antenna_cells = 0
drcViolationCount = 0
vias = 922
drtPass1Iterations = 4
ant_nets = 0
vias_per_cell = 3.28
drt-total-wl_mm = 3.42
routedWlPerCell_um = 12.2
drtIter0Drc = 8

[sta]
relSlewSlack_pct = 87.6
slew_violations = 0
untimed_endpoints = 6
rsz0062_at_grt = "false"
fin_ws_ns = 0.0368
period_needed_ns = 0.963
timing.final.crit_share_pct = 96.3
final.setup_skew_ns = 0.00384
tightestPinTransition_ns = 0.185
hold_violations = 0
setup_violations = 0
fmax_ghz = 1.04
unclocked_regs = 2
hold_ws_ns = 0.333

[clock_tree]
clk_pin_slew_ns = 0.08
clk_latency_ns = 0.29
cts_tree = "yes"
h-tree-depth = 2
cts_buffer_depth = 2
root_buffer = "clkbuf_8"
cts-hold-fix-buffers = 0
cts-buffers-inserted = 5

[pwr]
finalPower_mw = 3.32
power_switching_mw = 0.668
worst_ir_drop_vdd_uv = 510
combinationalPowerShare_pct = 9.8
p_seq_share_pct = 56.3
power.share.clock_pct = 33.9
p_leak_nw = 0.935
p_sw_share_pct = 20.1
intPower_mw = 2.65
p_per_area_nw_per_um2 = 1580

[hold_path]
holdPathStages = 0
hp-class = "flop to flop"
worstHoldStart = "rdelay"
whs_endpoint = "rdelay2"

[finish]
final_area_um2 = 2100
drive_gt1_share_pct = 32.4
final_core_util_pct = 30.4
syn2layout_area_growth_pct = 73.3

[global_route]
grt_usage_pct = 6.15
grt_pass1_vias = 1001
grt_antenna_before_repair = 0
grt_max_degree = 41
grt_pass1_wl_mm = 5.51
grt.overflow.total = 0

[place]
post-dp-hpwl_mm = 2.68
place_area_um2 = 2180
preCtsSetupSlack_ns = -0.131
gp_congestion = 0.688
portBuffers = 83

[run]
maxCapViolations = 0
tool_warnings = 134

[status]
status = "completed"
## worst max path at each step
stage	start	end	slack, ns	depth (start not counted)
4_1_cts	rdata_slave_output[9]	rdata_slave_output[9]	0.001	1
5_1_grt	rdata_slave_output[29]	rdata_slave_output[29]	0.00006	1
6_report	rdata_slave_output[29]	rdata_slave_output[29]	0.04	1
## kinds of logic (layout without fill, tap and decap cells)
kind of cell / Yosys count / after routing
DFF: 44 / 44
and+or+nand+nor: 41 / 41
buffers and inverters: 5 / 96
AOI/OAI and AO/OA: 2 / 2
latches: 2 / 2
## state kept, by name, indices dropped and copies added (netlist names)
register and flops:
rdelay 1, bresp_slave_output 2, awready_slave_output 1, wready_slave_output 1, rdata_slave_output 32, delay2 1
rdelay2 1, delay 1, rst 1, arready_slave_output 1, bvalid_slave_output 1, rvalid_slave_output 1
rresp_slave_output 2
## synth_stat cells, drive strengths merged
| master | number |
|---|---|
| and3b | 2 |
| and2 | 39 |
| buf | 1 |
| dlxtn | 2 |
| clkbuf | 3 |
| inv | 1 |
| a211oi | 2 |
| dfxtp | 44 |
## power groups by stage
stage / registers, mW / logic [mW] / clock network (mW)
after CTS: 1.87 / 0.356 / 1.21
final: 1.87 / 0.326 / 1.12
after global routing: 1.88 / 0.365 / 1.28
## repair_timing
action | 4_1_cts | 5_1_grt
buffers inserted | 1 | 0
resized | 109 | 22
endpoints found under the setup margin | 39 | 16
## per-layer routing
layer  up-vias  global-route usage [%]  wire (µm)  part of all wire [%]
li1        465                       -          -                     -
met1       402                    7.88       1520                    45
met2        50                    9.30       1490                    44
met3         5                    3.29        360                    11
met4         0                   0.686         44                   1.3
met5         -                       0          0                     0
## stage by stage
step	std cells	setup TNS, ns
2_1_floorplan	94	0
3_3_place_gp	272	-4.22
3_5_place_dp	272	-4.75
4_1_cts	281	0
5_1_grt	281	0
6_report	281	0
## final cells by class
type | instances | area, µm²
clock buffers | 6 | 82.6
well taps | 96 | 120
repair buffers | 87 | 683
multi-input cells | 43 | 277
flip-flops and latches | 46 | 923
clock inverters | 2 | 10.0
fillers | 743 | 4810
inverters | 1 | 3.75
## cell usage in the layout, fill, tap and decap left out
cell type        netlist  final
dfxtp_2                0     10
dfxtp_1               44     34
and2_1                39     39
a211oi_1               2      2
clkbuf_8               0      6
clkdlybuf4s15_1        0      1
and3b_1                2      2
clkbuf_2               3     16
clkdlybuf4s50_1        0     44
buf_12                 0      1
buf_4                  0      3
buf_2                  1     22
dlxtn_1                2      2
clkinv_2               0      2
inv_1                  1      1
Power and IR drop assume default switching activity.
