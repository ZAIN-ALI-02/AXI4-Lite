## design.v

```verilog
module round_robin_arbiter (
	rst_an,
	clk,
	req,
	grant
);
input		rst_an;
input		clk;
input	[3:0]	req;
output	[3:0]	grant;
reg	 [3:0]	    rotate_ptr;
wire [3:0]	mask_req;
reg	 [3:0]	    mask_grant;
wire [3:0]	grant_comb;
reg	 [3:0]	    grant;
wire		    no_mask_req;
reg	 [3:0]	    nomask_grant;
always @ (posedge clk or negedge rst_an)
begin
	if (!rst_an)
		rotate_ptr[3:0] <= 4'b1111;
	else 
		case (1'b1) 
            // synthesis parallel_case
			grant[0]: rotate_ptr[3:0] <= 4'b1110;
			grant[1]: rotate_ptr[3:0] <= 4'b1100;
			grant[2]: rotate_ptr[3:0] <= 4'b1000;
			grant[3]: rotate_ptr[3:0] <= 4'b1111;
		endcase 
end
assign mask_req[3:0] = req[3:0] & rotate_ptr[3:0];
always @ (*)
begin
	mask_grant[3:0] = 4'b0;
	if (mask_req[0])	mask_grant[0] = 1'b1;
	else if (mask_req[1])	mask_grant[1] = 1'b1;
	else if (mask_req[2])	mask_grant[2] = 1'b1;
	else if (mask_req[3])	mask_grant[3] = 1'b1;
end
always @ (*)
begin
	nomask_grant[3:0] = 4'b0;
	if (req[0])		nomask_grant[0] = 1'b1;
	else if (req[1])	nomask_grant[1] = 1'b1;
	else if (req[2])	nomask_grant[2] = 1'b1;
	else if (req[3])	nomask_grant[3] = 1'b1;
end
assign no_mask_req = ~|mask_req[3:0];
assign grant_comb[3:0] = (nomask_grant[3:0] & {4{no_mask_req}}) | mask_grant[3:0];
always @ (posedge clk or negedge rst_an)
begin
	if (!rst_an)	grant[3:0] <= 4'b0;
	else		grant[3:0] <= grant_comb[3:0] & ~grant[3:0];
end
endmodule
```

## run.sh

```bash
#!/bin/bash
# OpenROAD 26Q1-2900-gdf79404cd8, Yosys 0.63+post, stock flow scripts
make -C /OpenROAD-flow-scripts/flow DESIGN_CONFIG=/design/flow/config.mk WORK_HOME=/design/flow/orfs finish
```

## config.mk

```make
export PLATFORM = sky130hd
export DESIGN_NAME = round_robin_arbiter
export DESIGN_NICKNAME = round_robin_arbiter
export VERILOG_FILES = /design/flow/design.v
export SDC_FILE = /design/flow/constraint.sdc
export NUM_CORES = 4
export LEC_CHECK = 1
export CORE_AREA = 10 10 70 70
export DIE_AREA = 0 0 80 80
```

## constraint.sdc

```tcl
current_design round_robin_arbiter

set clk_period 2.3
set clk_io_pct 0.2

create_clock -name clk0 -period $clk_period [get_ports {clk}]

set non_clock_inputs [all_inputs -no_clocks]
set_input_delay [expr $clk_period * $clk_io_pct] -clock clk0 $non_clock_inputs
set_output_delay [expr $clk_period * $clk_io_pct] -clock clk0 [all_outputs]
```

==> flow_metrics.tcl <==
# yosys + openroad results
set metrics [dict create \
    syn_to_final_growth_pct 56.3 \
    cp_max_fo 5 \
    cts-resized-gates 0 \
    cp_data_required_time_ns 1.84 \
    portBuffers 9 \
    max_stage_delay_ns 0.52 \
    cts_root_buf "clkbuf_4" \
    antenna_found_initial 0 \
    hpwl_um 657 \
    logic_family "AND-OR/OR-AND gates" \
    rsz0062_at_grt "no" \
    rows 21 \
    setup_viol 0 \
    ys_sh_aoi_pct 24.3 \
    worst_slew_pin_slew_ns 0.328 \
    synth_area_um2 309 \
    warnings 25 \
    crit_arrival_ns 1.19 \
    dieHeight_um 80 \
    dp.cells 82 \
    ys.warnings.count 2 \
    die-width_um 80 \
    drtPass1Iterations 4 \
    core_um2 3420 \
    first_global_vias 282 \
    startpoint_type "flip-flop" \
    initial_utilization_pct 9.05 \
    cp_cell_sequence "clkdlybuf4s50_1" \
    peakVddDrop_mv 0.422 \
    post_cts_buffers 0 \
    path_delay_family "buffers and inverters" \
    syn_inst 27 \
    critical_path_buf_inv_count 1 \
    drive_gt1_share_pct 20.0 \
    chipArea_um2 6400 \
    fin_crit_sh_pct 71.8 \
    adder_share_pct 0 \
    grt_overflow 0 \
    crit_type "reg -> out" \
    route.vias.total 269 \
    drtAntennaViolNets 0 \
    grt_max_degree 8 \
    num_antenna_cells 0 \
    syn_avg_cell_area_um2 11.4 \
    grt_pass1_wl_um 1390 \
    yosysSeqAreaShare_pct 57.9 \
    end_kind "primary output" \
    instances_no_fill 86 \
    numCtsBuffers 3 \
    fin_skew_ns 0.000813 \
    cp_slowest_cell "clkdlybuf4s50_1" \
    synth_flop_count 7 \
    simple_gate_area_share_pct 14.2 \
    fmax_mhz 605 \
    ys_types 16 \
    mux_area_share_pct 0 \
    viasPerCell 3.13 \
    cap_violations 0 \
    slew_headroom_pct 78.1 \
    clock_path_buffers 2 \
    hold_violations 0 \
    p_leak_nw 0.182 \
    clkTransAtPathRegs_ns 0.05 \
    grt.total_usage_pct 2.70 \
    yosysCellCount 27 \
    drt_wl_total_um 806 \
    clk_latency_ns 0.25 \
    worst-path-stages 1 \
    ctsHoldBuffers 0 \
    final_core_util_pct 14.1 \
    drt_iter0_markers 13 \
    pin_count 10 \
    htree_levels 1 \
    synthXorXnorAreaFrac_pct 0 \
    fin_setup_tns_ns 0 \
    holdWs_ns 0.458 \
    wl_per_cell_um 9.37 \
    final.min_clock_period_ns 1.65 \
    hold_path.class "in -> async" \
    slew_violations 0 \
    p_total_mw 0.492 \
    drc 0 \
    clkSinkCount 7 \
    ys_area_um2 309 \
    globalplace.congestion 0.810 \
    p_per_area_nw_per_um2 1020 \
    cts_tree "built" \
    ff2ff_path_depth 2 \
    status "finished clean" \
]
-- registers in the layout (all words and copies together) (netlist names) --
| register | flops |
|---|---|
| rotate_ptr | 3 |
| grant | 4 |
-- cell usage in the layout (no fill, tap or decap), types with 2 or more instances in the layout --
| cell type | instances |
|---|---|
| o2111a_1 | 2 |
| dfstp_2 | 3 |
| nand2_1 | 2 |
| clkbuf_4 | 3 |
| dfrtp_1 | 4 |
| nor2_1 | 3 |
| clkdlybuf4s50_1 | 9 |
| inv_1 | 3 |
-- final cells by class --
| cell class | count | area (um^2) |
|---|---|---|
| multi-input combinational | 17 | 119 |
| sequential | 7 | 179 |
| clock buffer | 4 | 26.3 |
| timing repair buffer | 9 | 90.1 |
| inverter | 3 | 11.3 |
| fill | 402 | 2930 |
| tap | 46 | 57.6 |
-- power breakdown --
part	internal, mW	leakage, nW	total [mW]	switching [mW]
registers	0.187	0.0842	0.239	0.0517
clock network	0.0662	0.0150	0.111	0.0451
logic	0.0922	0.0827	0.142	0.0497
-- per-stage QoR --
stage	cell area [um^2]	worst slack (ns)
finish	483	0.648
global route	483	0.594
CTS	483	0.628
detailed placement	457	0.727
global placement	457	0.722
floorplan	309	1.28
-- kinds of logic (layout without fill, tap and decap cells) --
kind of cell           count (synthesis)  count (layout)
buffers and inverters                  3              16
AND-OR/OR-AND                          8               8
AND/OR/NAND/NOR                        9               9
flip-flops                             7               7
-- Yosys cell counts --
cell      count  share of area [%]
a31o_2        1                2.8
nor2_1        3                3.6
o211ai_1      1                2.4
o2111a_1      2                7.3
and3_1        1                2.0
nor3_1        1                1.6
dfrtp_1       4                 32
o31ai_1       1                2.4
a211oi_1      1                2.4
nor2b_1       1                2.0
nand2_1       2                2.4
nor3b_1       1                2.4
a32o_2        1                3.6
a222oi_1      1                3.2
dfstp_2       3                 26
inv_1         3                3.6
-- routing by layer --
layer | vias to the layer above | GRT usage [%] | share of wire [%]
met4 | 0 | 0.352 | 0
met5 | - | 0 | 0
met3 | 0 | 2.05 | 13
met1 | 127 | 3.10 | 40
li1 | 130 | - | -
met2 | 12 | 4.01 | 47
-- final timing paths --
kind,start,slack [ns],end
max reg2reg,rotate_ptr[1],1.29,grant[3]
max,grant[2],0.65,grant[2]
max in group asynchronous,rst_an,1.56,rotate_ptr[1]
min,rst_an,0.46,grant[0]
min in group clk0,grant[1],0.50,rotate_ptr[1]
min reg2reg,grant[1],0.50,rotate_ptr[1]
Power and IR drop assume default switching activity.
